### config.mk
export PLATFORM = sky130hd
export DESIGN_NAME = uart_main
export DESIGN_NICKNAME = uart_main
export VERILOG_FILES = /design/flow/design.v
export SDC_FILE = /design/flow/constraint.sdc
export NUM_CORES = 4
export LEC_CHECK = 1
export CORE_UTILIZATION = 50
### constraint.sdc
current_design uart_main

set clk_period 5.7
set clk_io_pct 0.2

create_clock -name clk0 -period $clk_period [get_ports {Clk}]

set non_clock_inputs [all_inputs -no_clocks]
set_input_delay [expr $clk_period * $clk_io_pct] -clock clk0 $non_clock_inputs
set_output_delay [expr $clk_period * $clk_io_pct] -clock clk0 [all_outputs]
### design.v
module uart_baud(
    Clk                   ,
    Rst_n                 ,
    Tick                  ,
    BaudRate
    );
input           Clk                 ;  
input           Rst_n               ;  
input [15:0]    BaudRate            ;  
output          Tick                ;  
reg [15:0]      baudRateReg = 16'd1 ;  
always @(posedge Clk or negedge Rst_n)
	 begin
    if (!Rst_n) 
	 baudRateReg <= 16'b1;
    else if (Tick) 
	 baudRateReg <= 16'b1;
    else baudRateReg <= baudRateReg + 1'b1;
	 end
assign Tick = (baudRateReg == BaudRate);
endmodule
module uart_main(
    	Clk                     ,
    	Rst_n                   ,       
    	Tx                      ,
		TxData						,
	   RxData		            ,
	);
input           Clk             ; 
input           Rst_n           ; 
reg             Rx              ; 
output          Tx              ; 
output [7:0]    RxData          ; 
input [7:0]     TxData          ; 
wire          	 RxDone          ;  
wire          	 TxDone          ;  
wire            tick		        ;  
wire          	 TxEn            ;
wire 		       RxEn		        ;
wire [3:0]      NBits    	     ;
wire [15:0]     BaudRate        ; 
assign 		RxEn = 1'b1	;
assign 		TxEn = 1'b1	;
assign 		BaudRate = 2'd2; 	
assign 		NBits = 4'b1000	;
always@(posedge tick)
Rx <= Tx;
uart_rx RX(
    	.Clk(Clk)             	,
   	.Rst_n(Rst_n)         	,
    	.RxEn(RxEn)           	,
    	.RxData(RxData)       	,
    	.RxDone(RxDone)       	,
    	.Rx(Rx)               	,
    	.Tick(tick)           	,
    	.NBits(NBits)
    );
uart_tx TX(
   	.Clk(Clk)            	,
    	.Rst_n(Rst_n)         	,
    	.TxEn(TxEn)           	,
    	.TxData(TxData)      	,
   	.TxDone(TxDone)      	,
   	.Tx(Tx)               	,
   	.Tick(tick)           	,
   	.NBits(NBits)
    );
uart_baud BAUDGEN(
    	.Clk(Clk)               ,
    	.Rst_n(Rst_n)           ,
    	.Tick(tick)             ,
    	.BaudRate(BaudRate)
    );
endmodule
`timescale 1ns/1ns
module uart_tb;
	reg Clk;
	reg Rst_n;
	reg [7:0] TxData;
	wire Tx;
	wire [7:0] RxData;
	uart_main uut (
		.Clk(Clk),
		.Rst_n(Rst_n),
		.Tx(Tx),
		.TxData(TxData),
		.RxData(RxData)
	);
	initial Clk = 0;
	always #5 Clk = ~Clk;
	initial begin
		Rst_n = 0;
		#10;
		Rst_n = 1;
	end
	initial begin
		TxData = 8'b01011101;		
	end
endmodule
module uart_rx (Clk,Rst_n,RxEn,RxData,RxDone,Rx,Tick,NBits);		
input Clk, Rst_n, RxEn,Rx,Tick;		
input [3:0]NBits;			
output RxDone;				
output [7:0]RxData;			
parameter  IDLE = 1'b0, READ = 1'b1; 	
reg [1:0] State, Next;			
reg  read_enable = 1'b0;		
reg  start_bit = 1'b1;			       
reg  RxDone = 1'b0;			
reg [4:0]Bit = 5'b00000;		       
reg [1:0] counter = 2'b00;		       
reg [7:0] Read_data= 8'b00000000;	 
reg [7:0] RxData;			
always @ (posedge Clk or negedge Rst_n)			
begin
if (!Rst_n)	State <= IDLE;				
else 		State <= Next;				   
end
always @ (State or Rx or RxEn or RxDone)
begin
    case(State)	
	IDLE:	if(!Rx & RxEn)		Next = READ;	  
		else			Next = IDLE;
	READ:	if(RxDone)		Next = IDLE; 	     
		else			Next = READ;
	default 			Next = IDLE;
    endcase
end
always @ (State or RxDone)
begin
    case (State)
	READ: begin
		read_enable <= 1'b1;			
	      end
	IDLE: begin
		read_enable <= 1'b0;			
	      end
    endcase
end
always @ (posedge Tick)
	begin
	if (read_enable)
	begin
	RxDone <= 1'b0;							    
	counter <= counter+1;						 
	if ((counter == 2'b11) & (start_bit) & (Bit < NBits))	 
	begin
	Read_data <= {Rx,Read_data[7:1]};
	counter <= 2'b00;
	Bit <= Bit+1;
	end
	if ((counter == 2'b11) & (Bit == NBits) & (Rx))		 
	begin
	Bit <= 4'b0000;
	RxDone <= 1'b1;
	counter <= 2'b00;
	start_bit <= 1'b1;						               
	end
	end
end
always @ (posedge Clk)
begin
if (NBits == 4'b1000)
begin
RxData[7:0] <= Read_data[7:0];	
end
if (NBits == 4'b0111)
begin
RxData[7:0] <= {1'b0,Read_data[7:1]};	
end
if (NBits == 4'b0110)
begin
RxData[7:0] <= {1'b0,1'b0,Read_data[7:2]};	
end
end
endmodule
module uart_tx (Clk,Rst_n,TxEn,TxData,TxDone,Tx,Tick,NBits);	
input Clk, Rst_n, TxEn,Tick;	
input [3:0]NBits;		
input [7:0]TxData;		
output reg Tx;
output TxDone;
parameter  IDLE = 1'b0, WRITE = 1'b1;	
reg  State, Next;			
reg  TxDone = 1'b0;			
reg write_enable = 1'b0;				
reg start_bit = 1'b1;			
reg stop_bit = 1'b0;			
reg [4:0] Bit = 5'b00000;		
reg [1:0] counter = 2'b00;		
reg [7:0] in_data=8'b00000000;		
reg [1:0] R_edge;			
wire D_edge;				
always @ (posedge Clk or negedge Rst_n)			
begin
if (!Rst_n)	State <= IDLE;				 
else 		State <= Next;				    
end
always @ (State or TxData or TxDone or TxEn) 
begin
    case(State)	
	IDLE:	if(TxEn)		Next = WRITE;		       
		else			Next = IDLE;
	WRITE:	if(TxDone)		Next = IDLE;  		 
		else			Next = WRITE;
	default 			Next = IDLE;
    endcase
end
always @ (State)
begin
    case (State)
	WRITE: begin
		write_enable <= 1'b1;	 
	end
	IDLE: begin
		write_enable <= 1'b0;	 
	end
    endcase
end
always @ (posedge Tick)
begin
	if (write_enable)				    
	begin
	counter <= counter+1;			 
	if(start_bit & !stop_bit)		 
	begin
	Tx <=1'b0;					       
	in_data <= TxData;				 
	end		
	if ((counter == 2'b11) & (start_bit) )	 
	begin		
	start_bit <= 1'b0;
	Tx <= in_data[0];             
	in_data <= {1'b0,in_data[7:1]};
	end
	if ((counter == 2'b11) & (!start_bit) &  (Bit < NBits-1))	 
	begin		
	in_data <= {1'b0,in_data[7:1]};
	Bit<=Bit+1;
	Tx <= in_data[0];
	start_bit <= 1'b0;
	counter <= 2'b00;     
	end	
	if ((counter == 2'b11) & (Bit == NBits-1) & (!stop_bit))	 
	begin
	Tx <= 1'b1;	
	counter <= 2'b00;	
	stop_bit<=1'b1;
	end
	if ((counter == 2'b11) & (Bit == NBits-1) & (stop_bit) )	 
	begin
	Bit <= 4'b0000;
	TxDone <= 1'b1;
	counter <= 2'b00;
	end
	end
end
endmodule
### run.sh
#!/bin/bash
# OpenROAD 26Q1-2900-gdf79404cd8, Yosys 0.63+post, stock flow scripts
make -C /OpenROAD-flow-scripts/flow DESIGN_CONFIG=/design/flow/config.mk WORK_HOME=/design/flow/orfs finish
==> results.sh <==
# physical design summary
export IMPL_status="finished clean"
export IMPL_cp_num_buf_inv=1
export IMPL_wl_per_cell_um=12.21
export IMPL_cts_buffer_depth=2
export IMPL_cts_setup_buffers=0
export IMPL_synth_warnings=4
export IMPL_dieHeight_um=73.78
export IMPL_mostFrequentLayoutCells="edfxtp_1, clkdlybuf4s50_1, dfrtp_1"
export IMPL_dr_pass1_iters=4
export IMPL_crit_path_max_incr_delay_ns=0.45
export IMPL_grtUsageMet1=0.2567
export IMPL_total_power_w=0.0003131
export IMPL_die_w_um=73.78
export IMPL_clockPowerShare=0.348
export IMPL_track_usage=0.1527
export IMPL_ant_nets=0
export IMPL_unclocked_regs=37
export IMPL_grt_first_pass_wirelength_mm=6.099
export IMPL_layout_top_cell="edfxtp_1"
export IMPL_core_util_floorplan=0.5314
export IMPL_worst_setup_path_type="reg2out"
export IMPL_tool_warnings=28
export IMPL_p_leak_nw=1.100
export IMPL_synthCells=180
export IMPL_num_vias=1369
export IMPL_slew_viol_final=0
export IMPL_antenna_cells=0
export IMPL_vias_per_cell=5.033
export IMPL_io_pin_count=19
export IMPL_hp_class="reg2reg"
export IMPL_synth_chip_area_sq_mm=0.002576
export IMPL_antenna_found_initial=0
export IMPL_yosysUniqueCellTypes=41
export IMPL_ys_cells=180
export IMPL_path_max_fanout=1
export IMPL_grt_max_degree=40
export IMPL_fin_worst_skew_ns=0.01157
export IMPL_grt_pass1_vias=1371
export IMPL_grt_ovfl_total=0
export IMPL_routabilityCongestion=0.8185
export IMPL_fmax_mhz=460.1
export IMPL_area_growth_pct=12.92
export IMPL_drc=0
export IMPL_crit_slowest_cell="clkdlybuf4s50_1"
export IMPL_wl_mm=3.320
export IMPL_worst_slew_pin_transition_ns=0.7943
export IMPL_numCtsBuffers=3
export IMPL_irDropWorstVdd_uv=62.63
export IMPL_switching_share=0.1977
export IMPL_critPathLaunchType="register"
export IMPL_synth_area_per_cell_sq_um=14.31
export IMPL_worstSetupEndpointType="primary output"
export IMPL_power_density_mw_per_mm2=107.6
export IMPL_coreArea_sq_mm=0.004848
export IMPL_finalSetupViolCount=0
export IMPL_setup_tns_ns=0
export IMPL_cts_resized=0
export IMPL_unconstrained_endpoints=78
export IMPL_layout_drive_gt1_share=0.1268
export IMPL_timing_slew_headroom=0.4688
export IMPL_internal_power_w=0.0002512
export IMPL_cts_clk_slew_worst_paths_ns=0.10
export IMPL_grt_busiest_layer="met1"
export IMPL_arrival_ns=1.03
export IMPL_grtUsageMet2=0.2396
export IMPL_cap_viol_max_count=0
export IMPL_finalCritPeriodShare=0.3813
export IMPL_required_ns=4.56
export IMPL_die_area_sq_mm=0.005443
export IMPL_power_switching_w=0.00006190
export IMPL_cts_tree="done"
export IMPL_cts_hold_buf=0
export IMPL_seq_power_share=0.613
export IMPL_combPwrFrac=0.039
export IMPL_synth_area_sq_mm=0.002576
export IMPL_place_hpwl_mm=2.529
export IMPL_grtUsageMet3=0.02358
export IMPL_rows=25
export IMPL_worstPathCellList="clkdlybuf4s50_1"
export IMPL_drt_initial_drc_count=52
export IMPL_h_tree_depth=1
export IMPL_io_buffers=18
export IMPL_synth_seq_cells=64
export IMPL_root_buffer="clkbuf_8"
export IMPL_critPathTopFamily="buffers and inverters"
export IMPL_stdcell_area_sq_mm=0.002909
export IMPL_rsz0062_at_grt="false"
export IMPL_min_period_ns=2.173
export IMPL_clk_latency_ns=0.27
export IMPL_hold_viol=0
export IMPL_place_area_sq_mm=0.002859
## Yosys cell counts
cell | count | area share
nand2_4 | 1 | 0.0044
xnor2_1 | 13 | 0.044
and3b_1 | 1 | 0.0034
dfrtp_1 | 17 | 0.17
nand2b_1 | 1 | 0.0024
nand2_1 | 8 | 0.012
nand3b_1 | 1 | 0.0029
ha_1 | 7 | 0.034
nor2_4 | 1 | 0.0044
o22ai_1 | 1 | 0.0024
and2_1 | 4 | 0.0097
inv_1 | 8 | 0.012
o21ai_0 | 2 | 0.0039
nor4bb_1 | 1 | 0.0039
conb_1 | 2 | 0.0029
and2_4 | 1 | 0.0034
a22o_1 | 1 | 0.0034
dfxtp_1 | 9 | 0.070
nand4_2 | 2 | 0.0097
a21o_1 | 1 | 0.0029
and3_1 | 5 | 0.012
xor2_1 | 7 | 0.024
nor2b_1 | 3 | 0.0073
dlxtn_1 | 1 | 0.0058
nor3_1 | 4 | 0.0078
nand3_2 | 2 | 0.0078
and3_4 | 1 | 0.0044
nor2_2 | 1 | 0.0024
nor3b_2 | 1 | 0.0049
mux2_4 | 7 | 0.041
nand2_2 | 1 | 0.0024
nor3b_1 | 1 | 0.0029
edfxtp_1 | 35 | 0.41
and4_1 | 1 | 0.0034
nor4_1 | 2 | 0.0049
nand4_1 | 2 | 0.0049
dfstp_2 | 2 | 0.020
nor2_1 | 13 | 0.019
nor4b_1 | 1 | 0.0034
o21a_1 | 2 | 0.0058
nand3_1 | 6 | 0.012
## registers in the layout (all words and copies together), names as in the netlist
register             flops
BAUDGEN.baudRateReg     16
RX.Read_data             8
RX.RxData                8
TX.in_data               8
RX.Bit                   5
TX.Bit                   5
RX.State                 2
RX.counter               2
TX.counter               2
RX.RxDone                1
RX.read_enable           1
Rx                       1
TX.State                 1
TX.Tx                    1
TX.TxDone                1
TX.start_bit             1
TX.stop_bit              1
## metrics by stage
stage | hold WS (ns) | utilization | cells | setup slack, ns
after global routing | 0.5081 | 0.6000 | 272 | 3.481
after floorplan | 0.4468 | - | 181 | 4.067
after global placement | 0.4687 | 0.5897 | 268 | 3.552
final | 0.4815 | 0.6000 | 272 | 3.527
after detailed placement | 0.4692 | 0.5897 | 268 | 3.507
after CTS | 0.4832 | 0.6000 | 272 | 3.506
## per-layer routing
layer / up-vias / share of wire
li1: 683 / -
met3: 2 / 0.027
met2: 28 / 0.48
met4: 0 / 0.0090
met5: - / 0
met1: 656 / 0.49
## cell families (layout without fill, tap and decap cells)
logic type | Yosys count | count (layout) | share of synthesized area
AND-OR/OR-AND | 7 | 7 | 0.01846
flip-flops | 63 | 63 | 0.6634
buffers and inverters | 8 | 32 | 0.01166
XOR/XNOR | 20 | 20 | 0.06799
adder cells (fa/ha/maj) | 7 | 7 | 0.03400
other | 2 | 3 | 0.002915
AND/OR/NAND/NOR | 65 | 65 | 0.1549
multiplexers | 7 | 7 | 0.04080
latches | 1 | 1 | 0.005826
## power groups by stage
stage	logic (W)	clock network, W	registers [W]
after CTS	0.0000126	0.000114	0.000192
after global routing	0.0000137	0.000120	0.000192
final	0.0000122	0.000109	0.000192
## worst paths after layout
| kind | cells after the start | to | from | slack [ns] |
|---|---|---|---|---|
| worst max-delay path | 1 | RxData[6] | RX.RxData[6] | 3.53 |
| worst min-delay path | 1 | BAUDGEN.baudRateReg[15] | BAUDGEN.baudRateReg[15] | 0.48 |
| min in group asynchronous | 1 | BAUDGEN.baudRateReg[11] | Rst_n | 1.32 |
| worst max register to register | 6 | BAUDGEN.baudRateReg[0] | BAUDGEN.baudRateReg[0] | 4.08 |
| max in group asynchronous | 1 | BAUDGEN.baudRateReg[7] | Rst_n | 3.88 |
| worst min register to register | 1 | BAUDGEN.baudRateReg[15] | BAUDGEN.baudRateReg[15] | 0.48 |
## area by class of cell
type	count	area (sq um)
repair buffers	20	195.2
clock buffers	3	41.29
well taps	67	83.83
clock inverters	1	8.758
fillers	378	1939
inverters	8	30.03
flip-flops and latches	64	1724
multi-input cells	109	825.8
Power is estimated from default activity; no workload was simulated.
